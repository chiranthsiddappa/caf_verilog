$ cat /design/flow/run.sh
#!/bin/bash
# OpenROAD 26Q1-2900-gdf79404cd8, Yosys 0.63+post, stock flow scripts
make -C /OpenROAD-flow-scripts/flow DESIGN_CONFIG=/design/flow/config.mk WORK_HOME=/design/flow/orfs finish
$ cat /design/flow/config.mk
export PLATFORM = sky130hd
export DESIGN_NAME = dot_prod_pip
export DESIGN_NICKNAME = dot_prod_pip
export VERILOG_FILES = /design/flow/design.v
export SDC_FILE = /design/flow/constraint.sdc
export NUM_CORES = 4
export LEC_CHECK = 1
export CORE_UTILIZATION = 50
$ cat /design/flow/design.v
parameter INIT = 5'b00000;
parameter IDLE = 5'b00001;
parameter CAPTURE = 5'b00010;
parameter CORRELATE = 5'b00100;
parameter FIND_MAX = 5'b01000;
parameter RETURN_MAX = 5'b10000;
`timescale 1ns/1ns
module cpx_multiply #(parameter xi_bits = 12,
		                  parameter xq_bits = 12,
		                  parameter yi_bits = 12,
		                  parameter yq_bits = 12,
		                  parameter i_bits = 24,
		                  parameter q_bits = 24
		                  )
   (input clk,
    input                      m_axis_tready,
    input                      m_axis_tvalid,
    input signed [xi_bits-1:0] xi,
    input signed [xq_bits-1:0] xq,
    input signed [yi_bits-1:0] yi,
    input signed [yq_bits-1:0] yq,
    output reg                 s_axis_tready,
    output signed [i_bits-1:0] i,
    output signed [q_bits-1:0] q,
    output reg                 s_axis_tvalid
    );
   reg [2:0]                   pipeline;
   initial begin
      pipeline = 3'b0;
      s_axis_tready = 1'b0;
      s_axis_tvalid = 1'b0;
   end
   reg signed [(xi_bits + yi_bits)-1:0] 	   i_sub;
   reg signed [(xi_bits + yi_bits)-1:0]      i_sub_out;
   reg signed [(xq_bits + yq_bits)-1:0]      q_add;
   reg signed [(xq_bits + yq_bits)-1:0]      q_add_out;
   reg signed [(xi_bits + yi_bits)-1:0]      xu;
   reg signed [(xi_bits + yi_bits)-1:0]      xu_out;
   reg signed [(xq_bits + yq_bits)-1:0]      yv;
   reg signed [(xq_bits + yq_bits)-1:0]      yv_out;
   reg signed [(xi_bits + yq_bits)-1:0]      xv;
   reg signed [(xi_bits + yq_bits)-1:0]      xv_out;
   reg signed [(xq_bits + yi_bits)-1:0]      yu;
   reg signed [(xq_bits + yi_bits)-1:0]      yu_out;
   assign i = i_sub_out[(xi_bits+yi_bits)-1: (xi_bits+yi_bits-i_bits)];
   assign q = q_add_out[(xq_bits+yq_bits)-1: (xq_bits+yq_bits-q_bits)];
   always @(posedge clk) begin
      if (m_axis_tvalid & s_axis_tready) begin
         xu <= xi * yi;
         yv <= xq * yq;
         xv <= xi * yq;
         yu <= xq * yi;
      end else begin
         xu <= xu;
         yv <= yv;
         xv <= xv;
         yu <= yu;
      end  
   end
   always @(posedge clk) begin
      if(m_axis_tready) begin
         xu_out <= xu;
         yv_out <= yv;
         xv_out <= xv;
         yu_out <= yu;
         i_sub <= xu_out - yv_out;
         i_sub_out <= i_sub;
         q_add <= xv_out + yu_out;
         q_add_out <= q_add;
      end  
      else begin
         xu_out <= xu_out;
         yv_out <= yv_out;
         xv <= xv;
         xv_out <= xv_out;
         yu <= yu;
         yu_out <= yu_out;
         i_sub <= i_sub;
         i_sub_out <= i_sub_out;
         q_add <= q_add;
         q_add_out <= q_add_out;
      end  
   end  
   always @(posedge clk) begin
      if(m_axis_tvalid & s_axis_tready) begin
         pipeline <= (pipeline << 1) | {2'b00, m_axis_tready};
      end else if (m_axis_tready) begin
         pipeline <= (pipeline << 1);
      end
      s_axis_tvalid <= pipeline[2];
   end  
   always @(posedge clk) begin
      s_axis_tready <= m_axis_tready | ~pipeline[0];
   end
endmodule  
`timescale 1ns/1ns
module dot_prod_pip #(parameter xi_bits = 12,
                      parameter xq_bits = 12,
                      parameter yi_bits = 12,
                      parameter yq_bits = 12,
                      parameter i_bits = 24,
                      parameter q_bits = 24,
                      parameter dot_length = 5,
                      parameter dot_length_counter_bits = 3,
                      parameter sum_i_bits = 24,
                      parameter sum_q_bits = 24
                      )
   (input clk,
    input                          m_axis_product_tready,
    input                          m_axis_x_tvalid,
    input [xi_bits - 1:0]          xi,
    input [xq_bits - 1:0]          xq,
    input                          m_axis_y_tvalid,
    input [yi_bits - 1:0]          yi,
    input [yq_bits - 1:0]          yq,
    output reg                     s_axis_product_tvalid,
    output reg signed [i_bits-1:0] i,
    output reg signed [q_bits-1:0] q
    );
   wire                            cpx_m_axis_tvalid;
   wire signed [xi_bits + yi_bits -1:0] mult_out_i;
   wire signed [xq_bits + yq_bits -1:0] mult_out_q;
   wire signed [sum_i_bits - 1:0]       mult_out_i_extended;
   wire signed [sum_q_bits - 1:0]       mult_out_q_extended;
   reg signed [sum_i_bits - 1:0]        sum_i;
   reg signed [sum_q_bits - 1:0]        sum_q;
   reg [dot_length_counter_bits:0]      dot_length_counter;
   wire [31:0]                          dot_length_counter_extended;
   wire                                 s_axis_cpx_tvalid;
   wire                                 s_axis_cpx_tready;
   initial begin
      s_axis_product_tvalid = 1'b0;
      dot_length_counter = -'d1;
      sum_i = 'd0;
      sum_q = 'd0;
   end
   assign cpx_m_axis_tvalid = m_axis_x_tvalid & m_axis_y_tvalid;
   assign mult_out_i_extended = { {(sum_i_bits - (xi_bits + yi_bits)){mult_out_i[xi_bits + yi_bits - 1]}}, mult_out_i};
   assign mult_out_q_extended = { {(sum_q_bits - (xq_bits + yq_bits)){mult_out_q[xq_bits + yq_bits - 1]}}, mult_out_q};
   assign dot_length_counter_extended = { {(31 - dot_length_counter_bits){dot_length_counter[dot_length_counter_bits]}}, dot_length_counter};
   cpx_multiply #(.xi_bits(xi_bits),
                  .xq_bits(xq_bits),
                  .yi_bits(yi_bits),
                  .yq_bits(yq_bits),
                  .i_bits(xi_bits + yi_bits),
                  .q_bits(xq_bits + yq_bits)) cpx_multiply_dot_pip(.clk(clk),
                                                                   .m_axis_tready(m_axis_product_tready),
                                                                   .m_axis_tvalid(cpx_m_axis_tvalid),
                                                                   .xi(xi),
                                                                   .xq(xq),
                                                                   .yi(yi),
                                                                   .yq(yq),
                                                                   .i(mult_out_i),
                                                                   .q(mult_out_q),
                                                                   .s_axis_tready(s_axis_cpx_tready),
                                                                   .s_axis_tvalid(s_axis_cpx_tvalid));
   always @(posedge clk) begin
      if (s_axis_cpx_tvalid && m_axis_product_tready) begin
         if (dot_length_counter_extended < (dot_length - 1)) begin
            dot_length_counter <= dot_length_counter + 1'b1;
            sum_i <= sum_i + mult_out_i_extended;
            sum_q <= sum_q + mult_out_q_extended;
         end
         else begin
            dot_length_counter <= 'd0;
            sum_i <= mult_out_i_extended;
            sum_q <= mult_out_q_extended;
         end  
      end  
      else if (m_axis_product_tready) begin
         if(dot_length_counter_extended == (dot_length - 1)) begin
            dot_length_counter <= 'd0;
            sum_i <= 'd0;
            sum_q <= 'd0;
         end
      end
   end  
   always @(posedge clk) begin
      if(dot_length_counter_extended == (dot_length - 1)) begin
         s_axis_product_tvalid <= 1'b1;
         i <= sum_i[sum_i_bits - 1:(sum_i_bits - i_bits)];
         q <= sum_q[sum_q_bits - 1:(sum_q_bits - q_bits)];
      end
      else begin
         s_axis_product_tvalid <= 1'b0;
         i <= i;
         q <= q;
      end
   end
   initial begin
      $dumpfile("dot_prod_pip.vcd");
      $dumpvars(2, dot_prod_pip);
   end
endmodule  
$ cat /design/flow/constraint.sdc
current_design dot_prod_pip

set clk_period 11.0
set clk_io_pct 0.2

create_clock -name clk0 -period $clk_period [get_ports {clk}]

set non_clock_inputs [all_inputs -no_clocks]
set_input_delay [expr $clk_period * $clk_io_pct] -clock clk0 $non_clock_inputs
set_output_delay [expr $clk_period * $clk_io_pct] -clock clk0 [all_outputs]
==> impl_metrics.py <==
# Metrics from the implementation run
metrics = {
    "status": {
        "status": "finished, final reports clean",
    },
    "finish": {
        "design_area_sq_um": 21600,
        "layout.cells.most_common": "inv_1",
        "lay_top_cells": "inv_1 (393), fa_1 (278), nand2_1 (254)",
        "drive_gt1_frac": 0.03058,
        "syn2layout_area_growth_pct": 9.584,
        "layoutNonFillerInstCount": 2480,
    },
    "clock_network": {
        "ctsLongestPathBuffers": 3,
        "postCtsSetupBuffers": 0,
        "cts_root_buf": "clkbuf_16",
        "cts_resized": 0,
        "numCtsBuffers": 23,
        "cts_sinks": 202,
        "postCtsHoldBufs": 0,
        "path_clk_slew_ns": 0.06,
        "clock_latency_ns": 0.50,
        "cts_tree": "done",
        "h-tree-depth": 1,
    },
    "final_timing": {
        "fin_crit_sh": 0.6866,
        "clock.fmax_mhz": 132.4,
        "fin_skew_ns": 0.009261,
        "drv_slew": 0,
        "report.final.hold_viol_count": 0,
        "rsz0062_at_grt": "no",
        "relSlewSlack": 0.3939,
        "tns_ns": 0,
        "setup-violations-final": 0,
        "period_needed_ns": 7.553,
        "worst_pin_slew_ns": 0.9058,
    },
    "worst_setup_path": {
        "startpoint": "yi[4]",
        "worstSetupEndpoint": "cpx_multiply_dot_pip.xu[23]",
        "start_kind": "input port",
        "crit_type": "input port to flop",
        "cp-end-kind": "flop",
        "rrSetupSlack_ns": 7.58,
        "cp_common_cell": "fa_1",
        "slowest_stage": "clkdlybuf4s50_1",
        "cp_max_fo": 12,
        "r2r-start": "cpx_multiply_dot_pip.xu_out[0]",
        "crit_chain": "clkdlybuf4s50_1 > nand2_1 > fa_1 > fa_1 > inv_1 > fa_1 > fa_1 > inv_1 > fa_1 > inv_1 > ha_1 > a21oi_1 > nor2b_1 > o21ai_0 > nand2b_1 > o41ai_2 > o21ai_1 > or4_1 > nand3_1",
        "required_ns": 11.36,
        "worstPathArrival_ns": 7.92,
        "ff2ff_path_depth": 12,
        "timing.rr.end": "cpx_multiply_dot_pip.i_sub[22]",
        "critPathMaxStageDelay_ns": 0.85,
    },
    "yosys": {
        "avgSynthCellArea_sq_um": 10.42,
        "largest_area_cell": "edfxtp_1",
        "ys_chip_area_sq_um": 19710,
        "synthFlopType": "edfxtp_1",
        "syn-cell-area_sq_um": 19710,
        "ys_seq_share": 0.3062,
        "area_leaders": "edfxtp_1 (30%), fa_1 (28%), ha_1 (9.5%), inv_1 (7.5%), nand2_1 (4.8%)",
        "async_flop_share": 0,
        "numSynthFlops": 202,
        "ys_cells": 1892,
        "edf_count": 199,
        "synth.distinct_cells": 65,
        "synth_cells": 1892,
        "synth_warnings": 100,
        "netlist.area_leader.share": 0.3031,
    },
    "power": {
        "power_frac_seq": 0.222,
        "ir_drop_v": 0.0003047,
        "p_int_mw": 3.519,
        "p_clk_frac": 0.117,
        "power_density_nw_per_um2": 282.6,
        "leakagePower_nw": 9.901,
        "power_frac_comb": 0.661,
        "switching_share": 0.4237,
        "netSwitchingPower_mw": 2.587,
    },
    "global_routing": {
        "grt_pass1_wl_mm": 61.49,
        "grt_max_degree": 51,
        "overflow": 0,
        "grt_pass1_vias": 13220,
        "grt_use_total": 0.2024,
        "antenna_found_initial": 0,
    },
    "floorplan": {
        "fp_util": 0.5089,
        "floorplan.rows": 72,
        "core_area_sq_um": 38740,
        "chipArea_sq_um": 40220,
        "die_y_um": 200.6,
        "die_w_um": 200.6,
        "io_pins": 101,
    },
    "detailed_routing": {
        "first_pass_iters": 4,
        "drt_iter0_markers": 380,
        "antennaDiodeCount": 0,
        "via_per_inst": 5.033,
        "drc": 0,
        "ant_nets": 0,
        "via_count": 12483,
        "avgRoutedWirePerCell_um": 13.95,
        "routed_wl_mm": 34.61,
    },
    "placed_design": {
        "gp_congestion": 0.9375,
        "dp_cells": 2438,
        "post-dp-hpwl_mm": 28.17,
        "dpl_cell_area_sq_um": 20880,
        "placement.io_buffers": 76,
    },
    "run": {
        "warning_count": 26,
        "drv_cap": 0,
    },
    "min_path": {
        "hp-class": "flop to flop",
    },
}
## state kept, by name, summed over array words and instances, names as in the netlist
name and cells:
cpx_multiply_dot_pip.xu 24, sum_i 24, cpx_multiply_dot_pip.xu_out 24, cpx_multiply_dot_pip.i_sub 24
i 24, cpx_multiply_dot_pip.s_axis_tready 1, cpx_multiply_dot_pip.yv 24, cpx_multiply_dot_pip.s_axis_tvalid 1
s_axis_product_tvalid 1, cpx_multiply_dot_pip.i_sub_out 24, cpx_multiply_dot_pip.pipeline 3, cpx_multiply_dot_pip.yv_out 24
dot_length_counter 4
## per-layer routing
layer / GRT usage / vias up / share of wire / routed length (um)
met2: 0.3300 / 257 / 0.51 / 17530
met5: 0 / - / 0 / 0
li1: - / 6038 / - / -
met3: 0.04778 / 49 / 0.055 / 1894
met4: 0.03299 / 0 / 0.020 / 704
met1: 0.3056 / 6139 / 0.42 / 14480
## cell type report
cell class                 count  area, sq um
fill                        3299        17140
clock buffer                  31        635.6
tap                          518        648.1
multi-input combinational   1240        11900
sequential                   202         6036
clock inverter                11        91.34
timing repair buffer          83        810.8
inverter                     395         1483
## worst min path at each step
| stage | startpoint | end | slack (ns) | cells past startpoint |
|---|---|---|---|---|
| 4_1_cts | cpx_multiply_dot_pip.pipeline[2] | cpx_multiply_dot_pip.s_axis_tvalid | 0.35 | 0 |
| 5_1_grt | cpx_multiply_dot_pip.pipeline[2] | cpx_multiply_dot_pip.s_axis_tvalid | 0.36 | 0 |
| 6_report | cpx_multiply_dot_pip.pipeline[2] | cpx_multiply_dot_pip.s_axis_tvalid | 0.35 | 0 |
## critical path: cells and delay by family
kind / cells / cell delay, ns
buffers and inverters: 4 / 1.01
and+or+nand+nor: 5 / 0.90
adders and majority gates: 6 / 2.85
AOI/OAI and AO/OA: 4 / 0.98
## power by group through the flow
stage | clock (mW) | combinational (mW) | sequential, mW
finish | 0.716 | 4.04 | 1.35
global route | 0.771 | 4.70 | 1.37
CTS | 0.739 | 4.10 | 1.36
## through the flow
| stage | utilization | worst slack [ns] | power, mW | hold slack [ns] |
|---|---|---|---|---|
| final | 0.5577 | 3.447 | 6.105 | 0.3490 |
| after floorplan | - | 3.902 | 4.630 | 0.3233 |
| after detailed placement | 0.5389 | 2.947 | 5.438 | 0.3295 |
| after global routing | 0.5577 | 3.105 | 6.845 | 0.3633 |
| after CTS | 0.5577 | 3.448 | 6.192 | 0.3509 |
| after global placement | 0.5389 | 2.950 | 5.404 | 0.3260 |
## logic make-up after synthesis
| family | synth area share |
|---|---|
| AOI/OAI and AO/OA | 0.06760 |
| xor gates and xnor gates | 0.03643 |
| adders and majority gates | 0.3775 |
| buffers and inverters | 0.09502 |
| DFF | 0.3062 |
| muxes | 0.0005078 |
| other | 0.0001902 |
| and+or+nand+nor | 0.1165 |
## synthesized netlist by cell type, types with 5 or more instances
library cell and count:
a211oi_1 11, a21o_1 20, a21oi_1 78, and2_1 89, and3_1 9, buf_4 25, clkbuf_1 52, edfxtp_1 199
fa_1 278, ha_1 150, inv_1 393, nand2_1 254, nand2b_1 25, nand3_1 13, nand4_1 6, nor2_1 61
nor2b_1 8, nor3_1 12, o211ai_1 5, o21a_1 5, o21ai_0 31, o21ai_1 9, o21bai_1 10, or2_2 6
xnor2_1 64, xor2_1 18
Power and IR drop assume default switching activity.
