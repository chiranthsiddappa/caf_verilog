===== ./run.sh =====
#!/bin/bash
# OpenROAD 26Q1-2900-gdf79404cd8, Yosys 0.63+post, stock flow scripts
make -C /OpenROAD-flow-scripts/flow DESIGN_CONFIG=/design/flow/config.mk WORK_HOME=/design/flow/orfs finish

===== ./config.mk =====
export PLATFORM = sky130hd
export DESIGN_NAME = capture_buffer
export DESIGN_NICKNAME = capture_buffer
export VERILOG_FILES = /design/flow/design.v
export SDC_FILE = /design/flow/constraint.sdc
export NUM_CORES = 4
export LEC_CHECK = 1
export CORE_UTILIZATION = 40

===== ./constraint.sdc =====
current_design capture_buffer

set clk_period 8.8
set clk_io_pct 0.2

create_clock -name clk0 -period $clk_period [get_ports {clk}]

set non_clock_inputs [all_inputs -no_clocks]
set_input_delay [expr $clk_period * $clk_io_pct] -clock clk0 $non_clock_inputs
set_output_delay [expr $clk_period * $clk_io_pct] -clock clk0 [all_outputs]

===== ./design.v =====
parameter INIT = 5'b00000;
parameter IDLE = 5'b00001;
parameter CAPTURE = 5'b00010;
parameter CORRELATE = 5'b00100;
parameter FIND_MAX = 5'b01000;
parameter RETURN_MAX = 5'b10000;
`timescale 1ns/1ns
module capture_buffer #(parameter buffer_length = 10,
                        parameter index_bits = 4,
                        parameter i_bits = 12,
                        parameter q_bits = 12,
                        C_INTERCONNECT_DATA_WIDTH = 32
                        )
   (input clk,
    input                            m_axi_rready,
    input                            m_axi_rvalid,
    input [index_bits - 1:0]         m_axi_raddr,
    output reg                       s_axi_rready,
    output reg signed [i_bits - 1:0] i,
    output reg signed [q_bits - 1:0] q,
    output reg                       s_axi_rvalid,
    input [index_bits - 1:0]         m_axi_waddr,
    input                            m_axi_wvalid,
    output reg                       s_axi_wready,
    input [i_bits + q_bits - 1:0]    m_axi_wdata,
    output reg                       s_axi_bresp,
    output reg                       s_axi_bvalid,
    input                            m_axi_bready
    );
   (* ram_style = "block" *) reg [i_bits + q_bits - 1:0]       buffer [0:buffer_length - 1];
   initial begin
      s_axi_rready = 1'b0;
      s_axi_rvalid = 1'b0;
      s_axi_wready = 1'b0;
      s_axi_bvalid = 1'b0;
      s_axi_bresp = 1'b0;
   end
   always @(posedge clk) begin
      s_axi_rready <= 1'b1;
      if (m_axi_rvalid && (m_axi_raddr < buffer_length)) begin
         i <= buffer[m_axi_raddr][i_bits + q_bits - 1:q_bits];
         q <= buffer[m_axi_raddr][q_bits:0];
         s_axi_rvalid <= 1'b1;
      end
      else if (m_axi_rready) begin
         s_axi_rvalid <= 1'b0;
      end
   end
   always @(posedge clk) begin
      s_axi_wready <= 1'b1;
      if (m_axi_wvalid && (m_axi_waddr < buffer_length)) begin
         buffer[m_axi_waddr] <= m_axi_wdata;
         s_axi_bvalid <= 1'b1;
      end else begin
         s_axi_bvalid <= 1'b0;
      end
   end
endmodule  

==> Slide: Implementation Results <==
Synthesis and Place & Route Summary

Critical path
  • Worst reg2reg setup slack: 7.30 ns
  • Crit path max-delay cell type: nor2b_2
  • RR Startpoint: buffer[7][7]
  • Crit path from: m_axi_raddr[1]
  • Cell mode on critical path: buf_4
  • CP max FO: 27
  • Startpoint Class: input port
  • Slowest stage delay, CP: 0.65 ns
  • Worst Setup Path Type: in -> reg
  • Crit-path cells: clkdlybuf4s50_1, buf_4, nor2b_2, buf_4, a221oi_1, a22o_1
  • Crit. End Element: flop
  • Worst endpoint required time: 9.06 ns
  • Critical path arrival: 4.11 ns

STA
  • Worst-margin pin slew: approximately 0.73 ns
  • Crit path time final: 3.85 ns
  • Final worst slack: 4.95 ns
  • Top achievable clock speed: 260 MHz
  • Post-layout period usage: between 40% and 50%
  • Clock skew: approximately 0.017 ns
  • Fin. max-slew vios: 0
  • Setup TNS: 0 ns
  • Final hold vios: 0
  • Slew headroom: 51.4%
  • Setup-failing EPs final: 0
  • RSZ-0062 raised after global routing: no

Synthesis
  • Post-synth cell types: 26
  • Cell area after synthesis: 10200 sq um
  • Syn Inst Count: roughly 490
  • Area leader share: 77.8%
  • Post-synth top area cell: edfxtp_1
  • Mean area per synthesized cell: 20.8 sq um
  • Top cells by area: edfxtp_1 78%, mux4_2 5.3%, mux2i_1 4.7%
  • Flops & latches, synth: 267
  • YS warnings: 1
  • Cells in synth_stat.txt: 489
  • Synth Seq Share: between 70% and 80%
  • Chip Area, Yosys: roughly 10000 sq um

CTS
  • Max H-tree Level: 1
  • Post-CTS Setup Bufs: 0
  • Max Root-Sink Buffers: 3
  • CTS Hold Bufs: 0
  • Clk pin slew, worst setup/hold paths: 0.06 ns
  • Clock latency (worst-skew pair): 0.53 ns
  • CTS tree: yes
  • Clk sink count: 267
  • PostCTS Resize Cnt: 0
  • Total CTS buffers: 27
  • CTS root buf: clkbuf_16

Placed design
  • Port-buffer cells: approximately 63
  • GPL Wtd Cong: just over 0.7
  • Detail Placement HPWL: ~9600 um
  • Worst slack, placed: around 4.4 ns

Min path
  • Min-delay worst type: reg -> reg
  • Hold Startpoint: s_axi_rvalid

Drt
  • Initial DRT Pass Iterations: 4
  • Routed WL per cell: 20.9 um
  • Antenna Nets Post-Route: 0
  • Routed wire length: 19200 um
  • # DRC: 0
  • Avg Vias per Cell: 5.31
  • DRT iter0 DRCs: 237
  • Antenna cells: 0
  • DR vias: roughly 5k

Floorplanning
  • Die W: 162 um
  • I/O pins: 66
  • Rows: 58
  • Core Area: around 25000 sq um
  • Chip area: 26100 sq um
  • Chip Height: 162 um
  • Core Util at FP: 40.6%

Power and ir drop
  • Power Dens Cells: ~220 nW/um^2
  • Worst IR Drop VDD: 104 uV
  • Final Total Pwr: 0.00270 W
  • P_leak: roughly 4 nW

Global route
  • GRT Util Overall: approximately 17%
  • GRT overflow: 0
  • Largest net degree at the start of global routing: 50
  • First-pass GRT wire length: 29800 um
  • Initial antenna violation count: 0
  • Number of global-route vias before repair: 5455

Outcome
  • Outcome: complete, no violations

Cells and area
  • Top cells excl fill/tap: 264 x edfxtp_1, 61 x clkdlybuf4s50_1, 48 x mux2i_1
  • Most numerous logic cell after layout: edfxtp_1
  • Utilization after layout: 48.1%
  • Synthesis-to-finish area growth: 18.6%
  • Fraction of layout cells with a size suffix above 1: 20.6%
  • Filler instances: 2067

Job
  • Tool warnings: 26
  • Max cap viols: 0
==> path summary, 6_finish.rpt <==
check	endpoint	cells past startpoint
max	q[10]	6
min	s_axi_rvalid	1
max reg2reg	q[7]	3
min reg2reg	s_axi_rvalid	1
==> cells by family (layout without fill, tap and decap cells) <==
family                 after synthesis  count (layout)  share of synthesized area [%]
AND/OR/NAND/NOR                     44              44                           2.51
AND-OR/OR-AND                       51              51                           4.30
buffers and inverters               29             132                           2.01
multiplexers                        96              96                           12.7
flip-flops                         267             267                           78.4
other                                2               2                         0.0737
==> per-stage QoR <==
step           instances  hold WS [ns]  instance area [sq um]
2_1_floorplan        489         0.403                  10200
3_3_place_gp         872         0.437                  11200
3_5_place_dp         872         0.445                  11200
4_1_cts              922         0.460                  12100
5_1_grt              922         0.473                  12100
6_report             922         0.455                  12100
==> sequential cells by signal (all words and copies together) (netlist names) <==
register / cells
s_axi_bvalid: 1
buffer: 240
q: 12
i: 12
s_axi_rready: 1
s_axi_rvalid: 1
==> synth_stat cells <==
cell type  instances
buf_4              5
inv_1              1
dfxtp_1            3
conb_1             2
a21o_1             1
nand3b_1           1
clkbuf_1          10
a221oi_1          24
nand3_1            1
edfxtp_1         264
nor4_1             1
nor3_1             4
nor2b_1            1
buf_6              5
a22o_1            24
mux4_2            24
mux2i_1           48
buf_12             2
and2_1             2
mux2_2            24
buf_2              6
o21ai_0            2
nand2_1            1
nor2_1             6
or3b_2             1
nand2b_1          26
==> critical path: cells and delay by family <==
family,cells,cell delay [ns]
buf+inv,3,1.26
simple gates,1,0.65
compound gates,2,0.41
==> where the power goes <==
part,total [W],switching [W],internal [W]
sequential,0.00144,0.00000728,0.00143
clock,0.00113,0.000447,0.000679
combinational,0.000140,0.0000718,0.0000684
==> layer usage <==
layer	vias up	track usage, %	part of all wire (%)
li1	2176	-	-
met1	2406	21.9	37
met2	284	25.3	47
met3	30	11.4	14
met4	0	3.56	2.1
met5	-	0	0
==> cell type report <==
class | instances | area [sq um] | share of cell area [%]
flip-flops and latches | 267 | 7990 | 66.1
multi-input cells | 193 | 2040 | 16.8
repair buffers | 81 | 758 | 6.28
clock buffers | 32 | 694 | 5.75
well taps | 330 | 413 | 3.42
clock inverters | 18 | 189 | 1.56
inverters | 1 | 3.75 | 0.0311
Power is estimated from default activity; no workload was simulated.
