<file path="design/flow/config.mk">
export PLATFORM = sky130hd
export DESIGN_NAME = arg_max
export DESIGN_NICKNAME = arg_max
export VERILOG_FILES = /design/flow/design.v
export SDC_FILE = /design/flow/constraint.sdc
export NUM_CORES = 4
export LEC_CHECK = 1
export CORE_AREA = 10 10 102 102
export DIE_AREA = 0 0 112 112
</file>
<file path="design/flow/run.sh">
#!/bin/bash
# OpenROAD 26Q1-2900-gdf79404cd8, Yosys 0.63+post, stock flow scripts
make -C /OpenROAD-flow-scripts/flow DESIGN_CONFIG=/design/flow/config.mk WORK_HOME=/design/flow/orfs finish
</file>
<file path="design/flow/design.v">
parameter INIT = 5'b00000;
parameter IDLE = 5'b00001;
parameter CAPTURE = 5'b00010;
parameter CORRELATE = 5'b00100;
parameter FIND_MAX = 5'b01000;
parameter RETURN_MAX = 5'b10000;
`timescale 1ns/1ns
module arg_max #(parameter buffer_length = 10,
                 parameter index_bits = 4,
                 parameter out_max_bits = 4,
                 parameter i_bits = 12,
                 parameter q_bits = 12
                 )
   (input clk,
    input                           m_axis_tvalid,
    input signed [i_bits - 1:0]     xi,
    input signed [q_bits - 1:0]     xq,
    output reg                      s_axis_tready,
    input                           m_axis_tready,
    output reg [out_max_bits - 1:0] out_max,
    output reg [index_bits-1:0]     index,
    output reg                      s_axis_tvalid
    );
   reg signed [index_bits:0]        icounter;
   wire signed [31:0]               icounter_extended;
   reg [i_bits + i_bits - 2:0]      i_square;
   reg [q_bits + q_bits - 2:0]      q_square;
   reg [out_max_bits - 1:0]         argsum;
   reg                              sq_stage_valid;
   reg                              sum_stage_valid;
   reg                              cmp_stage_valid;
   wire                             result_collected;
   reg                              result_collected_buff;
   wire                             result_collected_cond;
   initial begin
      index = 'd0;
      s_axis_tready = 1'b0;
      icounter = 'd0;
      out_max = 'd0;
      s_axis_tvalid = 1'b0;
      argsum = 'd0;
   end
   assign icounter_extended = { {(31 - index_bits){icounter[index_bits]}}, icounter};
   assign result_collected = s_axis_tvalid & m_axis_tready;
   assign result_collected_cond = result_collected | result_collected_buff;
   always @(posedge clk) begin
      if (icounter_extended < buffer_length) begin
         s_axis_tready <= 1'b1;
      end
      else if ((icounter_extended == buffer_length) | result_collected_cond) begin
         s_axis_tready <= 1'b1;
      end
      else begin
         s_axis_tready <= 1'b0;
      end
   end
   always @(posedge clk) begin
      if (m_axis_tvalid & (s_axis_tready)) begin
         i_square <= xi * xi;
         q_square <= xq * xq;
         sq_stage_valid <= 1'b1;
      end else begin
         i_square <= i_square;
         q_square <= q_square;
         sq_stage_valid <= 1'b0;
      end
   end
   always @(posedge clk) begin
      if (sq_stage_valid) begin
         argsum <= i_square + q_square;
         sum_stage_valid <= 1'b1;
      end
      else if ((icounter_extended == buffer_length -1) && !sq_stage_valid) begin
         argsum <= 'd0;
         sum_stage_valid <= 1'b0;
      end
      else begin
         argsum <= argsum;
         sum_stage_valid <= 1'b0;
      end
   end
   always @(posedge clk) begin
      if ((icounter_extended == 'd0) && !sum_stage_valid && result_collected_cond) begin
         index <= 'd0;
         out_max <= argsum;
         cmp_stage_valid <= 1'b0;
      end
      else if ((argsum > out_max) && sum_stage_valid) begin
         index <= icounter[index_bits - 1:0];
         out_max <= argsum;
         cmp_stage_valid <= 1'b1;
      end
      else if (sum_stage_valid) begin
         index <= index;
         out_max <= out_max;
         cmp_stage_valid <= 1'b1;
      end
      else begin
         index <= index;
         out_max <= out_max;
         cmp_stage_valid <= 1'b0;
      end
   end  
   always @(posedge clk) begin
      if (icounter_extended < (buffer_length - 1)) begin
         if (sum_stage_valid) begin
            icounter <= icounter + 1'b1;
         end else begin
            icounter <= icounter;
         end
      end
      else if (icounter_extended == (buffer_length - 1)) begin
         icounter <= 'd0;
      end else begin
         icounter <= icounter;
      end
   end  
   always @(posedge clk) begin
      result_collected_buff <= result_collected;
      if (result_collected_cond) begin
         s_axis_tvalid <= 1'b0;
      end
      else if (icounter_extended == (buffer_length - 1)) begin
         s_axis_tvalid <= 1'b1;
      end
      else begin
         s_axis_tvalid <= s_axis_tvalid;
      end
   end
   initial begin
      $dumpfile("arg_max.vcd");
      $dumpvars(1, arg_max);
   end
endmodule  
</file>
<file path="design/flow/constraint.sdc">
current_design arg_max

set clk_period 3.6
set clk_io_pct 0.2

create_clock -name clk0 -period $clk_period [get_ports {clk}]

set non_clock_inputs [all_inputs -no_clocks]
set_input_delay [expr $clk_period * $clk_io_pct] -clock clk0 $non_clock_inputs
set_output_delay [expr $clk_period * $clk_io_pct] -clock clk0 [all_outputs]
</file>
==> impl_results.html <==
<h2>Synthesis and place &amp; route</h2>
<table>
<tr><th>Metric</th><th>Value</th></tr>
<tr><th colspan="2">Final timing</th></tr>
<tr><td>Worst-case clock skew</td><td>0.00365 ns</td></tr>
<tr><td>Setup repair after global routing missed its margin</td><td>false</td></tr>
<tr><td>Final hold violation count</td><td>0</td></tr>
<tr><td>Share of the clock period used by the worst path</td><td>57.4%</td></tr>
<tr><td>Minimum clock period after layout</td><td>2.07 ns</td></tr>
<tr><td>Slew @ Worst Pin</td><td>0.735 ns</td></tr>
<tr><td>Worst slew margin relative to its limit</td><td>50.5%</td></tr>
<tr><td>Maximum achievable frequency</td><td>484 MHz</td></tr>
<tr><td>Final setup violation count</td><td>0</td></tr>
<tr><td>Worst hold-check slack</td><td>0.397 ns</td></tr>
<tr><td>Slew Limit Fails</td><td>0</td></tr>
<tr><td>Fin Setup TNS</td><td>0 ns</td></tr>
<tr><th colspan="2">Worst hold path</th></tr>
<tr><td>WHS Path Cells</td><td>0</td></tr>
<tr><td>Sink of the worst hold path</td><td>sum_stage_valid</td></tr>
<tr><td>Class of the worst hold path</td><td>flip-flop to flip-flop</td></tr>
<tr><td>Startpoint of the tightest hold check path</td><td>sq_stage_valid</td></tr>
<tr><th colspan="2">Worst setup path</th></tr>
<tr><td>Kind of start point of the critical path</td><td>flip-flop</td></tr>
<tr><td>CP Data Required Time</td><td>3.51 ns</td></tr>
<tr><td>Crit Path Category</td><td>flip-flop to flip-flop</td></tr>
<tr><td>Critical path origin</td><td>icounter[1]</td></tr>
<tr><td>Critical Path AT</td><td>1.97 ns</td></tr>
<tr><td>Maximum fanout encountered on the critical timing path</td><td>7</td></tr>
<tr><td>Reg2Reg Launch Point</td><td>icounter[1]</td></tr>
<tr><td>Top Family by Delay on Critical Path</td><td>AND-OR/OR-AND gates</td></tr>
<tr><td>Setup slack, reg-to-reg</td><td>1.53 ns</td></tr>
<tr><td>Reg2Reg Depth</td><td>6</td></tr>
<tr><td>Worst reg2reg endpoint</td><td>icounter[1]</td></tr>
<tr><td>Critical path buffer and inverter count</td><td>1</td></tr>
<tr><td>Critical path, cell by cell</td><td>inv_1 -&gt; ha_1 -&gt; nand3b_1 -&gt; nor2_1 -&gt; a21oi_1 -&gt; o21ai_0</td></tr>
<tr><td>Endpoint class of the critical path</td><td>flip-flop</td></tr>
<tr><td>Slowest stage cell, crit path</td><td>o21ai_0</td></tr>
<tr><td>Max incr delay on CP</td><td>0.59 ns</td></tr>
<tr><th colspan="2">Route</th></tr>
<tr><td>Routed WL per cell</td><td>9.31 um</td></tr>
<tr><td>Number of DRC violations after detailed routing</td><td>0</td></tr>
<tr><td>Vias per inst</td><td>3.40</td></tr>
<tr><td>ANT nets after route</td><td>0</td></tr>
<tr><td>Number of inserted diodes</td><td>0</td></tr>
<tr><td>Wire length after detailed routing</td><td>2160 um</td></tr>
<tr><td>Iteration count of the initial detailed-routing pass</td><td>4</td></tr>
<tr><td>First-iteration detailed-routing DRC count</td><td>73</td></tr>
<tr><td>Number of vias after detailed routing</td><td>789</td></tr>
<tr><th colspan="2">Pwr</th></tr>
<tr><td>Worst ir drop on vdd</td><td>0.000252 V</td></tr>
<tr><td>LEAKAGE</td><td>0.668 nW</td></tr>
<tr><td>Power density over cell area</td><td>791 mW/mm2</td></tr>
<tr><th colspan="2">CTS</th></tr>
<tr><td>Total of hold buffers inserted after clock tree synthesis</td><td>0</td></tr>
<tr><td>Clock root cell</td><td>clkbuf_8</td></tr>
<tr><td>Post-CTS Resized</td><td>0</td></tr>
<tr><td>CTS Buf Count</td><td>3</td></tr>
<tr><td>Number of buffers inserted to repair setup after CTS</td><td>0</td></tr>
<tr><td>Clock slew at the register clock pins of the worst setup and hold paths</td><td>0.09 ns</td></tr>
<tr><td>Sinks on Clock Net</td><td>28</td></tr>
<tr><td>TritonCTS clock tree</td><td>built</td></tr>
<tr><td># H-tree levels</td><td>1</td></tr>
<tr><td>Clock Tree Buf Depth</td><td>2</td></tr>
<tr><td>Latest clock arrival within the worst-skew pair</td><td>0.27 ns</td></tr>
<tr><th colspan="2">Floorplanning</th></tr>
<tr><td>Die boundary width</td><td>112 um</td></tr>
<tr><td>Core outline area</td><td>0.00822 mm2</td></tr>
<tr><td>Initial core utilization</td><td>15.8%</td></tr>
<tr><td>Number of ports placed on the die boundary</td><td>37</td></tr>
<tr><td>FP Rows</td><td>33</td></tr>
<tr><td>Die area</td><td>0.0125 mm2</td></tr>
<tr><td>Die Span Y</td><td>112 um</td></tr>
<tr><th colspan="2">Placed design</th></tr>
<tr><td>Port Buffers</td><td>18</td></tr>
<tr><td>Placed wire-length estimate</td><td>1710 um</td></tr>
<tr><td>Placed cell count</td><td>228</td></tr>
<tr><td>Final weighted congestion of routability-driven global placement</td><td>0.755</td></tr>
<tr><td>Cell Area, Placed</td><td>0.00159 mm2</td></tr>
<tr><th colspan="2">Synth</th></tr>
<tr><td>Main synth FF type</td><td>edfxtp_1</td></tr>
<tr><td>Synthesized area per cell</td><td>12.2 um2</td></tr>
<tr><td>Post-synthesis instance area</td><td>0.00130 mm2</td></tr>
<tr><td>Distinct cell type count of the synthesized netlist</td><td>28</td></tr>
<tr><td>EDFF count, synth</td><td>19</td></tr>
<tr><td>Synthesized instance count</td><td>107</td></tr>
<tr><td>Number of cell instances after yosys synthesis</td><td>107</td></tr>
<tr><td>Yosys chip area</td><td>0.00130 mm2</td></tr>
<tr><td>Number of synthesis warnings</td><td>3</td></tr>
<tr><td>Synthesized flop and latch total</td><td>28</td></tr>
<tr><td>Fraction of synthesis flops using an asynchronous set or reset pin</td><td>0%</td></tr>
<tr><td>Portion of the post-synthesis area used by sequential elements</td><td>57.7%</td></tr>
<tr><th colspan="2">Global route</th></tr>
<tr><td>Total Routing Usage GR</td><td>3.48%</td></tr>
<tr><td>Total gr overflow</td><td>0</td></tr>
<tr><td>Antenna violations before repair</td><td>0</td></tr>
<tr><td>Maximum number of pins on one net before global-route repair</td><td>17</td></tr>
<tr><td>Vias in the first global route</td><td>816</td></tr>
<tr><td>First-pass GRT wire length</td><td>3800 um</td></tr>
<tr><th colspan="2">Finish</th></tr>
<tr><td>Number of filler cells placed in the layout</td><td>882</td></tr>
<tr><td>Area added between synthesis and finish</td><td>27.7%</td></tr>
<tr><td>Layout cells sized above 1</td><td>5.51%</td></tr>
<tr><td>Fin area</td><td>0.00166 mm2</td></tr>
<tr><td>Post-route non-filler standard cell count</td><td>232</td></tr>
<tr><th colspan="2">Flow run</th></tr>
<tr><td>OpenROAD warning count</td><td>46</td></tr>
<tr><td>Number of max-cap violations</td><td>0</td></tr>
<tr><th colspan="2">Run status</th></tr>
<tr><td>Run status</td><td>complete, no violations</td></tr>
</table>
power breakdown:
part	internal (W)	total, W	switching (W)
clock	0.000149	0.000241	0.0000928
sequential	0.000509	0.000625	0.000115
combinational	0.000247	0.000447	0.000201
total	0.000905	0.00131	0.000409
sequential cells by signal, summed over array words and instances, names as in the netlist:
signal                 flops
s_axis_tready              1
out_max                    4
index                      4
i_square                   3
argsum                     4
result_collected_buff      1
s_axis_tvalid              1
icounter                   5
sq_stage_valid             1
q_square                   3
sum_stage_valid            1
cells in the mapped netlist (2+ instances only):
library cell / n / area share [%]
edfxtp_1: 19 / 44
ha_1: 10 / 9.6
nand2_1: 10 / 2.9
dfxtp_1: 9 / 14
inv_1: 9 / 2.6
nor2_1: 9 / 2.6
and2_1: 8 / 3.8
mux2i_1: 4 / 3.1
nor2b_1: 3 / 1.4
xor2_1: 3 / 2.0
a21o_1: 2 / 1.2
a21oi_1: 2 / 0.77
buf_6: 2 / 1.7
o21ai_0: 2 / 0.77
xnor2_1: 2 / 1.3
metrics by stage:
step	utilization, %	power (W)	worst slack [ns]
after floorplan	-	0.000907	1.86
after global placement	19.4	0.00108	1.55
after detailed placement	19.4	0.00109	1.55
after CTS	20.2	0.00134	1.52
after global routing	20.2	0.00143	1.38
final	20.2	0.00131	1.53
how the worst max path moves through the flow:
stage,to,slack [ns],depth (start not counted)
5_1_grt,icounter[1],1.38,6
6_report,icounter[1],1.53,6
4_1_cts,icounter[0],1.52,6
cells by family (layout without fill, tap and decap cells):
logic type | count (synthesis) | after routing | share of synthesized area, %
simple gates | 37 | 37 | 15.8
flops | 28 | 28 | 57.7
compound gates | 12 | 12 | 6.15
buf+inv | 11 | 31 | 4.33
fa+ha+maj | 10 | 10 | 9.62
xor+xnor | 5 | 5 | 3.37
mux | 4 | 4 | 3.08
layout by cell type (no fill, tap or decap):
cell and n:
nand3b_1 1, edfxtp_1 19, bufinv_16 1, mux2i_1 4, nor4_4 1, inv_1 9, clkbuf_8 3, nand4_1 1
o22ai_1 1, or3b_1 1, a2bb2oi_1 1, xor2_1 3, nand3_2 1, a21o_1 2, nor3_1 1, ha_1 10
o21a_1 1, clkdlybuf4s50_1 18, xnor2_1 2, and2_1 8, nand2_1 10, nor2_1 9, a22o_1 1, nor2b_1 3
a21oi_1 2, or2_2 1, o211ai_1 1, dfxtp_1 9, o21ai_0 2, a31oi_1 1
layout make-up:
cell class	instances	area (um2)	share of cell area, %
clock inverters	1	30.0	1.81
well taps	105	131	7.91
inverters	9	33.8	2.03
flip-flops and latches	28	751	45.2
repair buffers	18	180	10.8
multi-input cells	68	494	29.7
clock buffers	3	41.3	2.48
per-layer routing:
layer / part of all wire [%] / routed length [um] / vias to the layer above / global-route usage (%)
met4: 2.2 / 47 / 0 / 0.677
met2: 34 / 730 / 30 / 4.58
met1: 58 / 1250 / 348 / 5.42
met5: 0 / 0 / - / 0
li1: - / - / 409 / -
met3: 6.3 / 136 / 2 / 1.09
Power and IR drop assume default switching activity.
